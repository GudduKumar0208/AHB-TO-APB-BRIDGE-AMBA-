===== flow/constraint.sdc =====
current_design bridge_toplevel

set clk_period 5.3
set clk_io_pct 0.2

create_clock -name clk0 -period $clk_period [get_ports {HCLK}]

set non_clock_inputs [all_inputs -no_clocks]
set_input_delay [expr $clk_period * $clk_io_pct] -clock clk0 $non_clock_inputs
set_output_delay [expr $clk_period * $clk_io_pct] -clock clk0 [all_outputs]

===== flow/run.sh =====
#!/bin/bash
# OpenROAD 26Q1-2900-gdf79404cd8, Yosys 0.63+post, stock flow scripts
make -C /OpenROAD-flow-scripts/flow DESIGN_CONFIG=/design/flow/config.mk WORK_HOME=/design/flow/orfs finish

===== flow/design.v =====
module bridge_fsm(HRESETn,
                  HCLK,
				  PIPELINE_HADDR,
				  PIPELINE_HWDATA,
				  VALID,
				  HWRITE,
				  HSEL,
				  PIPELINE_HADDR_TEMP,
				  HRDATA,
                  PADDR_TEMP,
				  PWDATA_TEMP,
				  PRDATA_TEMP,
				  PWRITE_TEMP,
				  PSELX_TEMP,
				  PENABLE_TEMP,
				  HSIZE,
				  HREADYOUT,
				  HWRITEREG,
				  temp);
output reg temp;
input HRESETn,HCLK,VALID,HWRITE;
input [2:0]HSIZE;
input [31:0]PIPELINE_HADDR_TEMP; 
input [31:0]PIPELINE_HWDATA;
input [31:0]PIPELINE_HADDR;
input [3:0]HSEL;
input HWRITEREG;
output reg [31:0] HRDATA;
output  reg        PWRITE_TEMP;
output  reg        PENABLE_TEMP;		
output  reg [31:0] PADDR_TEMP;
output  reg [31:0] PWDATA_TEMP;
output  reg [3:0]  PSELX_TEMP;
output  reg        HREADYOUT;
input       [31:0] PRDATA_TEMP;
parameter ST_IDLE = 3'b000,
	       ST_WWAIT = 3'b001,
	       ST_WRITE = 3'b010,
	       ST_WENABLE = 3'b011,
	       ST_READ = 3'b100,
	       ST_WRITEP = 3'b101,
	       ST_WENABLEP = 3'b110,
	       ST_RENABLE = 3'b111;
reg [2:0] pr_state,next_state;
reg FLAG;
    reg [31:0]TEMP_ADDR1;
    wire [31:0]TEMP_ADDR2;
    reg [3:0]HSEL_TEMP,HSEL_TEMP1;
 assign HWRITE=temp;
 always@(posedge HCLK or negedge HRESETn)
 if(!HRESETn)
 pr_state <= ST_IDLE;
 else 
 pr_state <=  next_state;
always@(*)begin
 case(pr_state)
 ST_IDLE:
	if(VALID == 1 && HWRITE == 0)
   next_state = ST_READ;
	else if(VALID == 1 && HWRITE == 1)
   next_state = ST_WWAIT;
	else 
   next_state = ST_IDLE;
 ST_READ:
   next_state = ST_RENABLE;
 ST_RENABLE:
   if(VALID == 1 && HWRITE == 1)
	next_state = ST_WWAIT;
	else if(VALID == 1 && HWRITE == 0)
	next_state = ST_READ;
	else 
	next_state = ST_IDLE;
 ST_WWAIT:
   if(VALID == 1)
	next_state = ST_WRITEP;
	else
	next_state = ST_WRITE;
 ST_WRITE:
  if(VALID == 1 )
  next_state = ST_WENABLEP;
  else
  next_state = ST_WENABLE;
 ST_WENABLE:
  if(VALID == 1 && HWRITE == 0 )
  next_state = ST_READ;
  else if(VALID == 1 && HWRITE == 1 )
  next_state = ST_WWAIT;
  else
  next_state = ST_IDLE;
 ST_WRITEP:
  next_state = ST_WENABLEP;
 ST_WENABLEP:
  if(VALID == 0 && HWRITEREG == 1)
  next_state = ST_WRITE;
  else if(VALID == 1 && HWRITEREG == 1)
  next_state = ST_WRITEP;
  else
  next_state = ST_READ;
 default : next_state = ST_IDLE;
  endcase
 end
	always@* begin
	if (pr_state == ST_READ || pr_state == ST_WRITE || pr_state == ST_WRITEP || pr_state == ST_WENABLE || pr_state == ST_RENABLE || pr_state == ST_WENABLEP )
                        PSELX_TEMP = HSEL;
	if(pr_state == ST_WRITEP) 
                     PWDATA_TEMP =  PIPELINE_HWDATA;
	if(pr_state == ST_WRITE || pr_state == ST_WRITEP || pr_state == ST_WENABLE || pr_state == ST_WENABLEP)
                     PWRITE_TEMP = 1'B1;
	else if(pr_state == ST_READ || pr_state == ST_RENABLE)
	      PWRITE_TEMP = 1'B0;
	if(pr_state == ST_RENABLE || pr_state == ST_WENABLE || pr_state == ST_WENABLEP)
		begin
            PENABLE_TEMP = 1'B1;
		end
	else
		begin
			PENABLE_TEMP = 1'B0;
		end
	 if(PENABLE_TEMP ==1'B1)
					 HRDATA = PRDATA_TEMP;
					else 
					 HRDATA ='dx;
  end
  always@*
   begin
   case(pr_state)
    ST_IDLE     : begin
		   PADDR_TEMP = PADDR_TEMP;
		   HREADYOUT = 1'b1;
		   temp=1'b1;
		  end
    ST_WWAIT    : begin
		   TEMP_ADDR1 = PIPELINE_HADDR_TEMP;
		   HREADYOUT = 1'b1;
		  temp=1'b1;
		  end
    ST_WRITEP   : begin
                  if(FLAG)
                   PADDR_TEMP = TEMP_ADDR1;
                  else
					PADDR_TEMP = PIPELINE_HADDR;
					HREADYOUT = 1'B0;
temp=1'b0;
				end
    ST_WENABLEP : 	begin
					FLAG = 1'b1;
					TEMP_ADDR1 = PIPELINE_HADDR;
							HREADYOUT = 1'B1;
temp=1'b1;
			end
    ST_READ     : begin
                   if(FLAG)
		    PADDR_TEMP = TEMP_ADDR1;
		   else
		    PADDR_TEMP = PIPELINE_HADDR_TEMP;
		    HREADYOUT = 1'B0;
temp=1'b0;
		  end	
    ST_RENABLE  : begin
		   FLAG = 1'b1;
		   TEMP_ADDR1 = PIPELINE_HADDR_TEMP;
		   HREADYOUT = 1'B1;
temp=1'b1;
		  end
    ST_WRITE    : begin
		   PADDR_TEMP = TEMP_ADDR1;
		   HREADYOUT = 1'b1;
temp=1'b1;
		  end
    ST_WENABLE  : begin
		   PADDR_TEMP = TEMP_ADDR1;
		   HREADYOUT = 1'b1;
temp=1'b1;
		 end
    endcase
   end
endmodule  
module AHB_slave(HREADYIN,
                 HTRANS,
				 HADDR,
				 HWDATA,
				 HRESP,
				 PIPELINE_HADDR,
                 PIPELINE_HWDATA,
				 VALID,
				 HWRITEREG,
				 HSEL,
				 PIPELINE_HADDR_TEMP,
			     HRESETn,
				 HCLK,
				 HREADYOUT,
				 HSIZE,
				 HWRITE,
				 HBURST,
				 temp);
input HREADYIN;
input HRESETn;
input HCLK;
input [2:0]HSIZE;
input [1:0]HTRANS;
input [31:0]HADDR;
input [31:0]HWDATA;
input [2:0]HBURST;
input HWRITE;
input HREADYOUT;
input temp;
output [1:0]HRESP;
output reg [31:0]PIPELINE_HADDR;
output reg[31:0]PIPELINE_HWDATA;
output reg VALID;
output reg HWRITEREG;
output reg [3:0]HSEL;
output reg [31:0]PIPELINE_HADDR_TEMP;
   parameter OKAY = 2'b00,
	     NON_SEQ = 2'b10,
	     SEQ = 2'b11;
assign HRESP = OKAY;
always@(posedge HCLK) begin
   PIPELINE_HADDR_TEMP <= HADDR; 
   PIPELINE_HADDR <= PIPELINE_HADDR_TEMP;
   PIPELINE_HWDATA <= HWDATA;
   HWRITEREG <= HWRITE;
end
  always@*
   begin
    if(!HRESETn)
    	VALID = 1'B0;
    else if((HADDR >= 32'H0000_0000 && HADDR <= 32'H8FFF_FFFF) && (HRESP == OKAY) && (HTRANS == NON_SEQ || HTRANS == SEQ))
	VALID = 1'B1;
    else
	VALID = 1'B0;
  end
always@(posedge HCLK) begin
 if (!HRESETn)
     HSEL = 4'b0000;
 else begin
    if (HADDR >= 32'H0000_0000 && HADDR <= 32'H0000_FFFF)
       HSEL = 4'B0001;
    else if (HADDR >= 32'H0001_FFFF && HADDR <= 32'H000F_FFFF)
       HSEL = 4'B0010;
   else if (HADDR >= 32'H001F_FFFF && HADDR <= 32'H00FF_FFFF)
       HSEL = 4'B0100;
   else if (HADDR >= 32'H01FF_FFFF && HADDR <= 32'H0FFF_FFFF)
       HSEL = 4'B1000;
  end 
 end
endmodule
module APB_interface (PADDR_TEMP,
                      PWDATA_TEMP,
					  PRDATA_TEMP,
					  PSELX_TEMP,
					  PENABLE_TEMP,
					  PWRITE_TEMP,
                      PWRITE,
					  PSELX,
					  PENABLE,
					  PADDR,
					  PWDATA,
					  PRDATA,
					  HCLK);                              
input PWRITE_TEMP;
input [31:0]PADDR_TEMP;
input [31:0]PWDATA_TEMP;
input [31:0]PRDATA;
input [3:0]PSELX_TEMP;
input PENABLE_TEMP;
input HCLK;
output  PWRITE;
output  [3:0]PSELX;
output  PENABLE;
output  [31:0]PADDR;
output [31:0]PWDATA;
output [31:0]PRDATA_TEMP;
  assign PADDR = PADDR_TEMP;
  assign PSELX = PSELX_TEMP;
  assign PWRITE = PWRITE_TEMP;
  assign PENABLE = PENABLE_TEMP;
  assign PWDATA = PWDATA_TEMP;
  assign PRDATA_TEMP = PRDATA;
endmodule
module bridge_toplevel(HCLK,
                       HRESETn,
					   HWRITE,
					   HREADYIN,
					   HTRANS,
					   HADDR,
					   HWDATA,
					   HRDATA,
					   HRESP,
					   PWRITE,
					   PSELX,
                       PENABLE,
					   PADDR,
					   PWDATA,
					   PRDATA,
					   HSIZE,
					   HBURST,
					   HREADYOUT,
					   temp);
input HCLK;
input HRESETn;
input HWRITE;
input HREADYIN;
input [1:0]HTRANS;
input [31:0]HADDR;
input [31:0]HWDATA;
input [31:0]PRDATA;
input [2:0]HSIZE;
input [2:0]HBURST;
output PWRITE;
output [3:0]PSELX;
output PENABLE;
output [31:0]PADDR;
output [31:0]PWDATA;
output [1:0]HRESP;
output [31:0]HRDATA;
output HREADYOUT;
output temp;
wire [31:0]PIPELINE_HADDR_TEMP; 
wire [31:0]PIPELINE_HWDATA;
wire [31:0]PIPELINE_HADDR;
wire [3:0]HSEL;
wire VALID;
wire HWRITEREG;
wire PWRITE_TEMP;
wire PENABLE_TEMP;		
wire [31:0]PADDR_TEMP;
wire [31:0]PWDATA_TEMP;
wire  [3:0]PSELX_TEMP;
wire  [31:0]PRDATA_TEMP;
AHB_slave module1 (HREADYIN,
                 HTRANS,
				 HADDR,
				 HWDATA,
				 HRESP,
				 PIPELINE_HADDR,
                 PIPELINE_HWDATA,
				 VALID,
				 HWRITEREG,
				 HSEL,
				 PIPELINE_HADDR_TEMP,
			     HRESETn,
				 HCLK,
				 HREADYOUT,
				 HSIZE,
				 HWRITE,
				 HBURST);
bridge_fsm module2 (HRESETn,
                  HCLK,
				  PIPELINE_HADDR,
				  PIPELINE_HWDATA,
				  VALID,
				  HWRITE,
				  HSEL,
				  PIPELINE_HADDR_TEMP,
				  HRDATA,
                  PADDR_TEMP,
				  PWDATA_TEMP,
				  PRDATA_TEMP,
				  PWRITE_TEMP,
				  PSELX_TEMP,
				  PENABLE_TEMP,
				  HSIZE,
				  HREADYOUT,
				  HWRITEREG);
APB_interface module3(PADDR_TEMP,
                      PWDATA_TEMP,
					  PRDATA_TEMP,
					  PSELX_TEMP,
					  PENABLE_TEMP,
					  PWRITE_TEMP,
                      PWRITE,
					  PSELX,
					  PENABLE,
					  PADDR,
					  PWDATA,
					  PRDATA,
					  HCLK);
endmodule 

===== flow/config.mk =====
export PLATFORM = sky130hd
export DESIGN_NAME = bridge_toplevel
export DESIGN_NICKNAME = bridge_toplevel
export VERILOG_FILES = /design/flow/design.v
export SDC_FILE = /design/flow/constraint.sdc
export NUM_CORES = 4
export LEC_CHECK = 1
export CORE_UTILIZATION = 50

==> run notes <==
Item: results of the latest flow run.

- The synthesis warning total is 2.
- Yosys attributes the largest share of cell area to sky130_fd_sc_hd__dfxtp_1 42%, sky130_fd_sc_hd__dlxtn_1 20%, sky130_fd_sc_hd__dlxtp_1 11%.
- The last flow stage reached is synthesis.
- The distinct cell type count after synthesis is 37.
- The number of enable flip-flop cells is 0.
- The run stopped with a tool error.
- The number of cell instances after yosys synthesis is 353.
- Of the post-synthesis cell area, the dominant cell type holds 42.1%.
- The cell type with the largest total area is sky130_fd_sc_hd__dfxtp_1.
- The yosys synthesis chip area is 4800 um2.
- The synthesis report gives the async set-or-reset register share as 3.81%.
- The tool reported: "ERROR: Found 1 problems in 'check -assert'".
- The leading register cell type out of synthesis is sky130_fd_sc_hd__dfxtp_1.
- The count of state elements after synthesis is 210.
==> kinds of logic after synthesis <==
group | share of synthesized area, %
other | 0.0781
muxes | 7.50
buffers and inverters | 6.17
and+or+nand+nor | 6.31
DFF | 46.3
latches | 31.6
AOI/OAI and AO/OA | 2.06
==> synthesized netlist by cell type (2+ instances only) <==
cell type / instances
sky130_fd_sc_hd__a21boi_0: 2
sky130_fd_sc_hd__a21oi_1: 4
sky130_fd_sc_hd__buf_1: 3
sky130_fd_sc_hd__buf_4: 36
sky130_fd_sc_hd__dfrtp_1: 7
sky130_fd_sc_hd__dfxtp_1: 101
sky130_fd_sc_hd__dlxtn_1: 65
sky130_fd_sc_hd__dlxtp_1: 36
sky130_fd_sc_hd__inv_1: 3
sky130_fd_sc_hd__mux2_2: 32
sky130_fd_sc_hd__nand2_1: 7
sky130_fd_sc_hd__nand3_1: 2
sky130_fd_sc_hd__nand4_1: 7
sky130_fd_sc_hd__nor2_1: 6
sky130_fd_sc_hd__nor2b_1: 4
sky130_fd_sc_hd__nor3_1: 6
sky130_fd_sc_hd__nor4_1: 4
sky130_fd_sc_hd__o21ai_0: 3
sky130_fd_sc_hd__or3_1: 2
sky130_fd_sc_hd__or3_2: 3
sky130_fd_sc_hd__or4_1: 4
